### config.mk
export PLATFORM = sky130hd
export DESIGN_NAME = my_rr
export DESIGN_NICKNAME = my_rr
export VERILOG_FILES = /design/flow/design.v
export SDC_FILE = /design/flow/constraint.sdc
export NUM_CORES = 4
export LEC_CHECK = 1
export CORE_UTILIZATION = 50
### constraint.sdc
current_design my_rr

set clk_period 3.1
set clk_io_pct 0.2

create_clock -name clk0 -period $clk_period

set non_clock_inputs [all_inputs -no_clocks]
set_input_delay [expr $clk_period * $clk_io_pct] -clock clk0 $non_clock_inputs
set_output_delay [expr $clk_period * $clk_io_pct] -clock clk0 [all_outputs]
### design.v
module adder(in_A, in_B, sum);
	input [31:0] in_A, in_B;
	output [31:0] sum;
	wire [7:0]carry_in;
	wire carry_c = 1'b0; 
	bit4_adder my_0adder(in_A[3:0], in_B[3:0], carry_c, carry_in[0], sum[3:0]);
	bit4_adder my_1adder(in_A[7:4], in_B[7:4], carry_in[0], carry_in[1], sum[7:4]);
	bit4_adder my_2adder(in_A[11:8], in_B[11:8], carry_in[1], carry_in[2], sum[11:8]);
	bit4_adder my_3adder(in_A[15:12], in_B[15:12], carry_in[2], carry_in[3], sum[15:12]);
	bit4_adder my_4adder(in_A[19:16], in_B[19:16], carry_in[3], carry_in[4], sum[19:16]);
	bit4_adder my_5adder(in_A[23:20], in_B[23:20], carry_in[4], carry_in[5], sum[23:20]);
	bit4_adder my_6adder(in_A[27:24], in_B[27:24], carry_in[5], carry_in[6], sum[27:24]);
	bit4_adder my_7adder(in_A[31:28], in_B[31:28], carry_in[6], carry_in[7], sum[31:28]);
endmodule
module bit4_adder(in_A, in_B, carry_in, carry_out, sum);
	input [3:0] in_A, in_B;
	output [3:0] sum;
	input carry_in;
	output carry_out;
	wire carry_1 = 1'b1;
	wire carry_0 = 1'b0;
	wire [3:0] carry_1out, carry_0out; 
	wire [3:0] temp_0, temp_1;  
	bit1_adder mybit_0adder(in_A[0], in_B[0], carry_0, carry_0out[0], temp_0[0]);
	bit1_adder mybit_1adder(in_A[1], in_B[1], carry_0out[0], carry_0out[1], temp_0[1]);
	bit1_adder mybit_2adder(in_A[2], in_B[2], carry_0out[1], carry_0out[2], temp_0[2]);
	bit1_adder mybit_3adder(in_A[3], in_B[3], carry_0out[2], carry_0out[3], temp_0[3]);
	bit1_adder mybit_4adder(in_A[0], in_B[0], carry_1, carry_1out[0], temp_1[0]);
	bit1_adder mybit_5adder(in_A[1], in_B[1], carry_1out[0], carry_1out[1], temp_1[1]);
	bit1_adder mybit_6adder(in_A[2], in_B[2], carry_1out[1], carry_1out[2], temp_1[2]);
	bit1_adder mybit_7adder(in_A[3], in_B[3], carry_1out[2], carry_1out[3], temp_1[3]);  
	assign sum = carry_in ? temp_1 : temp_0;
	assign carry_out = carry_in ? carry_1out[3] : carry_0out[3]; 
endmodule
module bit1_adder(in_A, in_B, carry_in, carry_out, sum);
	input in_A, in_B, carry_in;
	output sum, carry_out;
	wire temp[2:0];
	xor(sum, in_A, in_B, carry_in);
	and(temp[0], in_A, in_B);
	and(temp[1], in_A, carry_in);
	and(temp[2], in_B, carry_in);
	or(carry_out, temp[0], temp[1], temp[2]);
endmodule
module my_3xor(ina, inb, inc, out);
	input [31:0] ina, inb, inc;
	output [31:0] out;
	genvar c;
	generate
	for(c=0; c<32; c=c+1) begin: loop1
	assign out[c] = ina[c]^inb[c]^inc[c];
	end
	endgenerate
endmodule
module my_rr(data_in, sel, data_out);
	input [31:0] data_in;
	input [4:0] sel;
	output [31:0] data_out;
	wire [31:0] level_0, level_1, level_2, level_3;
	genvar c;
	generate
		for(c=0; c<31; c=c+1) begin: loop1
			usr_mux m(data_in[c], data_in[c+1], sel[0], level_0[c]);
		end
	endgenerate
	usr_mux m0(data_in[31], data_in[0], sel[0], level_0[31]);
	generate
		for(c=0; c<30; c=c+1) begin: loop2
			usr_mux m(level_0[c], level_0[c+2], sel[1], level_1[c]);
		end
	endgenerate
	generate
		for(c=30; c<=31; c=c+1) begin: loop3
			usr_mux m(level_0[c], level_0[c-30], sel[1], level_1[c]);
		end
	endgenerate
	generate
		for(c=0; c<=27; c=c+1) begin: loop4
			usr_mux m(level_1[c], level_1[c+4], sel[2], level_2[c]);
		end
	endgenerate
	generate
		for(c=28; c<=31; c=c+1) begin: loop5
			usr_mux m(level_1[c], level_1[c-28], sel[2], level_2[c]);
		end
	endgenerate
	generate
		for(c=0; c<=23; c=c+1) begin: loop6
			usr_mux m(level_2[c], level_2[c+8], sel[3], level_3[c]);
		end
	endgenerate
	generate
		for(c=24; c<=31; c=c+1) begin: loop7
			usr_mux m(level_2[c], level_2[c-24], sel[3], level_3[c]);
		end
	endgenerate
	generate
		for(c=0; c<=15; c=c+1) begin: loop8
			usr_mux m(level_3[c], level_3[c+16], sel[4], data_out[c]);
		end
	endgenerate
	generate
		for(c=16; c<=31; c=c+1) begin: loop9
			usr_mux m(level_3[c], level_3[c-16], sel[4], data_out[c]);
		end
	endgenerate
endmodule
module my_sra(data_in, sel, data_out);
	input [31:0] data_in;
	input [4:0] sel;
	output [31:0] data_out;
	wire [31:0] level_0, level_1, level_2, level_3;
	genvar c;
	generate
		for(c=0; c<31; c=c+1) begin: loop1
			usr_mux m(data_in[c], data_in[c+1], sel[0], level_0[c]);
		end
	endgenerate
	usr_mux m0(data_in[31], data_in[31], sel[0], level_0[31]);
	generate
		for(c=0; c<30; c=c+1) begin: loop2
			usr_mux m(level_0[c], level_0[c+2], sel[1], level_1[c]);
		end
	endgenerate
	generate
		for(c=30; c<=31; c=c+1) begin: loop3
			usr_mux m(level_0[c], data_in[31], sel[1], level_1[c]);
		end
	endgenerate
	generate
		for(c=0; c<=27; c=c+1) begin: loop4
			usr_mux m(level_1[c], level_1[c+4], sel[2], level_2[c]);
		end
	endgenerate
	generate
		for(c=28; c<=31; c=c+1) begin: loop5
			usr_mux m(level_1[c], data_in[31], sel[2], level_2[c]);
		end
	endgenerate
	generate
		for(c=0; c<=23; c=c+1) begin: loop6
			usr_mux m(level_2[c], level_2[c+8], sel[3], level_3[c]);
		end
	endgenerate
	generate
		for(c=24; c<=31; c=c+1) begin: loop7
			usr_mux m(level_2[c], data_in[31], sel[3], level_3[c]);
		end
	endgenerate
	generate
		for(c=0; c<=15; c=c+1) begin: loop8
			usr_mux m(level_3[c], level_3[c+16], sel[4], data_out[c]);
		end
	endgenerate
	generate
		for(c=16; c<=31; c=c+1) begin: loop9
			usr_mux m(level_3[c], data_in[31], sel[4], data_out[c]);
		end
	endgenerate
endmodule
module usr_mux(x1, x2, sel, out);
	input x1, x2, sel;
	output out;
	assign out = (x1&~sel)||(x2&sel);
endmodule
### run.sh
#!/bin/bash
# OpenROAD 26Q1-2900-gdf79404cd8, Yosys 0.63+post, stock flow scripts
make -C /OpenROAD-flow-scripts/flow DESIGN_CONFIG=/design/flow/config.mk WORK_HOME=/design/flow/orfs finish
==> results.py <==
# Auto-generated metrics
metrics = {
    "finish": {
        "syn2layout_area_growth_pct": 37.7,
        "clock_buffers": 0,
        "drive_gt1_share_pct": 76.6,
        "flops": 0,
        "final-comb-area_um2": 1910,
        "fill_cells": 274,
        "seq_area_um2": 0,
    },
    "sta": {
        "fmax_ghz": 0.308,
        "maxSlewHeadroom_pct": 85.1,
        "finalCritPeriodShare_pct": 105,
        "period_minus_slack_ps": 3240,
        "tightestPinTransition_ps": 223,
        "setup_tns_ps": -1390,
        "finalSetupViolCount": 17,
        "worst_slack_ps": -144,
        "finalHoldViolations": 0,
        "drv_slew": 0,
        "rsz0062_at_grt": "yes",
    },
    "critical_path": {
        "critPathRequiredTime_ps": 2480,
        "cp.arrival_ps": 2620,
        "startpoint_type": "input pin",
        "crit_type": "input pin to output port",
        "cp_max_fo": 6,
        "cp-end-kind": "output port",
    },
    "power_and_ir_drop": {
        "p_sw_share_pct": 32.9,
        "power_w": 0.000638,
        "intPower_w": 0.000428,
        "p_comb_share_pct": 100.0,
        "clockPowerShare_pct": 0,
        "seqPwrFrac_pct": 0,
        "p_switching_w": 0.000210,
        "powerDensity_nw_per_um2": 207,
        "ir_drop_mv": 0.103,
        "power.leakage_nw": 1.28,
    },
    "routing": {
        "wirelength_um": 5850,
        "vias": 1766,
        "drt_iter0_drc": 101,
        "firstDrtPassIters": 4,
        "wl_per_cell_um": 22.9,
        "detail-route-antenna-nets": 0,
        "n_antenna_cell": 0,
        "vias_per_cell": 6.93,
        "drc_errors": 0,
    },
    "synth": {
        "topCellsByArea": "mux4_2, mux4_1, mux2_2",
        "ys_area_um2": 2240,
        "ys_seq_share_pct": 0,
        "ys_top_logic_family": "multiplexers",
        "synth_warnings": 0,
        "synth_stat.cells": 148,
        "synthSimpleGateAreaFrac_pct": 0,
        "top_area_share_pct": 47.3,
        "mux_area_share_pct": 83.3,
        "xor_share_pct": 0,
        "synth.largest_area_cell": "mux4_2",
        "netlist_instances": 148,
        "syn_area_um2": 2240,
        "ys_types": 8,
        "avgSynthCellArea_um2": 15.1,
        "fa_ha_area_share_pct": 0,
        "synth-compound-area-share_pct": 0,
    },
    "global_route": {
        "grt_max_degree": 33,
        "antenna_found_initial": 0,
        "grt_pass1_vias": 1694,
        "grt_pass1_wl_um": 8720,
        "overflow": 0,
        "track_usage_pct": 28.0,
    },
    "die": {
        "fp.dieW_um": 68.9,
        "coreArea_um2": 4140,
        "chipArea_um2": 4750,
        "die_height_um": 68.9,
        "rows": 23,
        "fp_util_pct": 54.0,
        "io_pins": 69,
    },
    "placement": {
        "gp_congestion": 0.906,
        "hpwlAfterDp_um": 4280,
        "io_buffer_count": 69,
    },
    "run_status": {
        "failed_checks": "setup timing",
        "status": "finished, violations left",
    },
    "job": {
        "cap_viol_max_count": 0,
        "tool_warnings": 35,
    },
    "hold_path": {
        "hold_end": "data_out[19]",
        "min_path_cells": 5,
        "min_path_type": "input pin to output port",
        "hold_start": "data_in[3]",
    },
}
[cells in the final DEF (no fill, tap or decap)]
cell             count
buf_12               8
buf_16               2
buf_2                8
buf_4               15
buf_6               13
buf_8                2
clkbuf_16            1
clkbuf_2            12
clkdlybuf4s15_1     28
clkdlybuf4s50_1      6
dlygate4sd2_1        9
dlymetal6s2s_1       5
mux2_2               3
mux2_4              29
mux4_2              64
[critical path, stage by stage]
cell	delay, ps
buf_12	120
clkbuf_16	150
mux4_2	530
mux4_2	520
mux2_2	280
clkdlybuf4s50_1	400
[kinds of logic (layout without fill, tap and decap cells)]
family                 count (synthesis)  in the layout
buffers and inverters                 52            109
muxes                                 96             96
[cell type report]
cell class | instances | area share (%)
multi-input cells | 96 | 61.9
repair buffers | 109 | 36.0
well taps | 50 | 2.03
[per-layer routing]
metal | GRT usage, % | wire, um | vias up
met5 | 0 | 0 | -
met4 | 2.55 | 97 | 0
met2 | 42.8 | 2800 | 144
met1 | 45.3 | 2220 | 881
li1 | - | - | 735
met3 | 9.00 | 728 | 6
[how the worst max path moves through the flow]
| stage | startpoint | end | slack, ps | depth (start not counted) |
|---|---|---|---|---|
| global route | sel[0] | data_out[16] | -190 | 6 |
| finish | sel[0] | data_out[16] | -140 | 6 |
| CTS | sel[0] | data_out[16] | -160 | 6 |
[synthesized netlist by cell type (all sizes together)]
library cell / count
clkbuf: 11
mux4: 64
buf: 41
mux2: 32
[power groups by stage]
stage / Combinational, W / Clock, W / Sequential (W)
CTS: 0.000617 / 0 / 0
global route: 0.000688 / 0 / 0
finish: 0.000638 / 0 / 0
[repair_timing]
| item | 4_1_cts | 5_1_grt |
|---|---|---|
| setup endpoints to repair | 32 | 27 |
| hold buffers | 0 | 0 |
| setup buffers | 10 | 11 |
| resized | 160 | 40 |
| cloned | 2 | 1 |
[metrics by stage]
step                      instance area [um^2]  utilization (%)  instances  hold WS, ps  setup slack [ps]
after floorplan                           2240                -        148         1640               134
after detailed placement                  2830             68.3        232         2540              -554
after CTS                                 2980             71.9        244         2190              -156
after global placement                    2830             68.3        232         2550              -536
final                                     3080             74.4        255         2090              -144
after global routing                      3080             74.4        255         2170              -191
